==> /design/flow/design.v <==
`timescale 1ns / 1ps
module pwm (
    input  wire       clk,        
    output reg  [3:0] pwm         
);
    reg [7:0] counter = 0;        
    always @(posedge clk) begin
        if (counter < 255)
            counter <= counter + 1;
        else
            counter <= 0;
    end
    always @(*) begin
        pwm[0] = (counter < 51)  ? 1 : 0;    
        pwm[1] = (counter < 102) ? 1 : 0;    
        pwm[2] = (counter < 153) ? 1 : 0;    
        pwm[3] = (counter < 204) ? 1 : 0;    
    end
endmodule
==> /design/flow/run.sh <==
#!/bin/bash
# OpenROAD 26Q1-2900-gdf79404cd8, Yosys 0.63+post, stock flow scripts
make -C /OpenROAD-flow-scripts/flow DESIGN_CONFIG=/design/flow/config.mk WORK_HOME=/design/flow/orfs finish
==> /design/flow/config.mk <==
export PLATFORM = sky130hd
export DESIGN_NAME = pwm
export DESIGN_NICKNAME = pwm
export VERILOG_FILES = /design/flow/design.v
export SDC_FILE = /design/flow/constraint.sdc
export NUM_CORES = 4
export LEC_CHECK = 1
export CORE_AREA = 10 10 70 70
export DIE_AREA = 0 0 80 80
==> /design/flow/constraint.sdc <==
current_design pwm

set clk_period 2.2
set clk_io_pct 0.2

create_clock -name clk0 -period $clk_period [get_ports {clk}]

set non_clock_inputs [all_inputs -no_clocks]
set_input_delay [expr $clk_period * $clk_io_pct] -clock clk0 $non_clock_inputs
set_output_delay [expr $clk_period * $clk_io_pct] -clock clk0 [all_outputs]
==> impl_metrics.py <==
# Generated from Yosys and OpenROAD reports
metrics = {
    "timing": {
        "fin_skew_ns": 0.00318,
        "period_minus_slack_ns": 2.06,
        "fin_tns_setup_ns": 0,
        "worst_pin_slew_ns": 0.316,
        "slew_violations": 0,
        "finalHoldViolations": 0,
        "period_used_pct": 93.8,
        "slew_headroom_pct": 78.9,
        "layout_setup_ws_ns": 0.137,
        "setup_viol": 0,
        "rsz0062_at_grt": "false",
        "fmax_mhz": 485,
    },
    "yosys": {
        "synth.ff_latch_count": 8,
        "ys_async_sr_fraction_pct": 0,
        "syn_avg_cell_area_sq_um": 8.47,
        "ys_top_cells_by_area": "dfxtp_1, nor2_1, xor2_1",
        "adder_share_pct": 5.68,
        "ys_seq_share_pct": 36.4,
        "yosys_area_sq_um": 440,
        "ys_cells": 52,
        "top_cell": "dfxtp_1",
        "synthCells": 52,
        "synth_warnings": 1,
        "flop_cell": "dfxtp_1",
        "top_cells_by_count": "dfxtp_1, nor2_1, nand2_1",
        "largest_area_cell": "dfxtp_1",
        "xor_area_share_pct": 7.95,
        "synth_top_area_share_pct": 36.4,
        "mux_area_share_pct": 0,
        "logic_family": "simple AND/OR/NAND/NOR gates",
        "edf_count": 0,
        "ys_types": 23,
        "synthAoiAreaFrac_pct": 14.5,
        "ys_sh_simple_pct": 25.6,
        "syn-cell-area_sq_um": 440,
    },
    "critical_path": {
        "cp_slowest_stage_delay_ns": 0.48,
        "r2r_slack_ns": 1.04,
        "cp.required_ns": 1.76,
        "crit_path_start_kind": "register",
        "endpoint_kind": "primary output",
        "r2r_end": "counter[3]$_SDFF_PP0_",
        "path_cells": "ha_2 > nor3_1 > nor2_1 > nor3_2 > clkdlybuf4s50_1",
        "crit_arrival_ns": 1.62,
        "crit_slowest_cell": "clkdlybuf4s50_1",
        "r2r-start": "counter[1]$_SDFF_PP0_",
        "cp_num_buf_inv": 1,
        "cp_max_fo": 7,
        "crit_type": "register to primary output",
        "reg2reg_depth": 4,
        "path_delay_family": "buffers and inverters",
    },
    "place": {
        "place_ws_ns": 0.299,
        "gp_congestion": 0.813,
        "dpl.hpwl_um": 579,
        "numPortBuffers": 4,
        "placed_area_sq_um": 505,
    },
    "route": {
        "wire_per_inst_um": 8.05,
        "via_per_inst": 3.61,
        "vias": 365,
        "ant_nets": 0,
        "route.detailed.drc": 0,
        "routed_wl_um": 813,
        "diodes": 0,
        "dr.pass1.iters": 4,
        "initialDrtViolationCount": 7,
    },
    "min_path": {
        "holdPathEnd": "counter[0]$_SDFF_PP0_",
        "min_from": "counter[0]$_SDFF_PP0_",
        "whs_path_depth": 1,
        "min_path_type": "register to register",
    },
    "clock_tree": {
        "cts_buffers": 3,
        "clkLatencyLatePin_ns": 0.25,
        "cts_post_setup_buffers_inserted": 0,
        "cts.sinks": 8,
        "cts_buffer_depth": 2,
        "cts_tree": "done",
        "root_buffer": "clkbuf_4",
        "cts.clk_slew.worst_paths_ns": 0.05,
        "h-tree-depth": 1,
    },
    "grt": {
        "grt_max_degree": 9,
        "grt-ovfl-total": 0,
        "grt_use_total_pct": 2.41,
        "antenna_found_initial": 0,
        "grt_pass1_vias": 300,
        "grt_pass1_wl_um": 1310,
    },
    "die": {
        "fp-utilization_pct": 12.9,
        "core_area_sq_um": 3420,
        "die-height_um": 80,
        "chip_area_sq_um": 6400,
        "fp-row-count": 21,
        "top_level_ports": 5,
        "chipWidth_um": 80,
    },
    "pwr": {
        "irDropWorstVdd_v": 0.000163,
        "powerDensity_nw_per_um2": 469,
        "leakage_uw": 0.000175,
    },
    "layout": {
        "largest-register": "counter",
        "final_area_sq_um": 543,
        "area_delta_synth_final_pct": 23.3,
        "largest_reg_flops": 8,
        "largest_registers": "counter: 8 flops",
        "drive_above_1_share_pct": 21.8,
    },
    "run_status": {
        "status": "complete, no violations",
    },
    "job": {
        "warnings": 26,
        "max-cap-violations": 0,
    },
}
worst reg2reg max path, cell delays in order (launching register included):
cell,delay (ns)
dfxtp_2,0.38
ha_2,0.25
nand3_2,0.13
nor3_2,0.21
nor2_1,0.08
per-layer routing:
metal	track usage, %	part of all wire [%]	wire length, um	vias up
met4	0.880	0	0	0
met5	0	0	0	-
li1	-	-	-	185
met2	2.97	41	337	11
met1	3.62	51	412	169
met3	0.909	7.9	64	0
power breakdown:
part           total [uW]  internal [uW]  switching [uW]
sequential            145            145               0
combinational   0.0000955              0               0
clock                 110           62.3            47.5
timing repair:
action / CTS / global route
endpoints found under the hold margin: 0 / 0
setup endpoints to repair: 0 / 2
resized: 0 / 5
hold buffers: 0 / 0
per-stage QoR:
stage	util [%]	cells	power (uW)	hold WS [ns]
2_1_floorplan	-	52	148	0.460
5_1_grt	15.9	101	265	0.510
6_report	15.9	101	255	0.475
3_5_place_dp	14.8	98	148	0.498
4_1_cts	15.5	101	259	0.511
3_3_place_gp	14.8	98	148	0.489
how the worst max path moves through the flow:
| stage | start | end | slack (ns) | cells past startpoint |
|---|---|---|---|---|
| 5_1_grt | counter[0]$_SDFF_PP0_ | pwm[0] | 0.02 | 5 |
| 4_1_cts | counter[0]$_SDFF_PP0_ | pwm[0] | 0.008 | 5 |
| 6_report | counter[0]$_SDFF_PP0_ | pwm[0] | 0.14 | 5 |
cell type report:
type                            instances  area (sq um)
Inverter                                3          11.3
Multi-Input combinational cell         37           249
Clock buffer                            3          22.5
Fill cell                             389          2870
Tap cell                               46          57.6
Timing Repair Buffer                    4          40.0
Sequential cell                         8           163
cell families after synthesis:
family / Yosys count
simple gates: 21
compound gates: 10
flops: 8
buf+inv: 7
xor+xnor: 4
fa+ha+maj: 2
cells in the final DEF, fill, tap and decap left out:
| master | instances |
|---|---|
| nor3_2 | 2 |
| xor2_1 | 3 |
| o21ai_0 | 1 |
| clkdlybuf4s50_1 | 4 |
| nor2_1 | 7 |
| and3_4 | 1 |
| a31oi_1 | 3 |
| a211oi_1 | 1 |
| dfxtp_2 | 2 |
| o31ai_2 | 1 |
| nand3_1 | 3 |
| nand2_1 | 4 |
| and4_1 | 1 |
| a21oi_1 | 3 |
| ha_2 | 1 |
| a211o_2 | 1 |
| inv_1 | 3 |
| nor3_1 | 1 |
| nor2b_1 | 1 |
| xnor2_1 | 1 |
| dfxtp_1 | 6 |
| ha_1 | 1 |
| clkbuf_4 | 3 |
| nand3_2 | 1 |
Power and IR drop assume default switching activity.
