==> flow/design.v <==
`timescale 1ns / 1ps
module pwm_encoder_control (
    input  wire clk,             
    input  wire encoder_a,       
    input  wire encoder_b,       
    output reg  pwm_out          
);
    reg [7:0] counter    = 0;    
    reg [7:0] duty_cycle = 127;  
    reg encoder_a_prev;
    always @(posedge clk) begin
        encoder_a_prev <= encoder_a;             
        if (encoder_a_prev == 0 && encoder_a == 1) begin
            if (encoder_b == 1 && duty_cycle < 255)
                duty_cycle <= duty_cycle + 1;    
            else if (encoder_b == 0 && duty_cycle > 0)
                duty_cycle <= duty_cycle - 1;    
        end
        counter <= counter + 1;                  
    end
    always @(*) begin
        pwm_out = (counter < duty_cycle) ? 1 : 0;
    end
endmodule
==> flow/run.sh <==
#!/bin/bash
# OpenROAD 26Q1-2900-gdf79404cd8, Yosys 0.63+post, stock flow scripts
make -C /OpenROAD-flow-scripts/flow DESIGN_CONFIG=/design/flow/config.mk WORK_HOME=/design/flow/orfs finish
==> flow/config.mk <==
export PLATFORM = sky130hd
export DESIGN_NAME = pwm_encoder_control
export DESIGN_NICKNAME = pwm_encoder_control
export VERILOG_FILES = /design/flow/design.v
export SDC_FILE = /design/flow/constraint.sdc
export NUM_CORES = 4
export LEC_CHECK = 1
export CORE_AREA = 10 10 83 83
export DIE_AREA = 0 0 93 93
==> flow/constraint.sdc <==
current_design pwm_encoder_control

set clk_period 2.8
set clk_io_pct 0.2

create_clock -name clk0 -period $clk_period [get_ports {clk}]

set non_clock_inputs [all_inputs -no_clocks]
set_input_delay [expr $clk_period * $clk_io_pct] -clock clk0 $non_clock_inputs
set_output_delay [expr $clk_period * $clk_io_pct] -clock clk0 [all_outputs]
==> out/results.tsv <==
stage	metric	value	unit
floorplanning	chipArea	8649	sq um
clock_network	cts_resized	0	
global_route	grt_max_degree	10	
outcome	status	finished clean	
logic_synthesis	ys.flops	17	
power	powerDensity	465.7	nW/um^2
critical_path	critical_path_arrival	2120	ps
logic_synthesis	yosysWarnings	1	
logic_synthesis	yosys_area	1018	sq um
placement	dp_cells	173	
logic_synthesis	yosysTopAreaCellShare	23.59	%
final_timing	slew_violations	0	
hold_path	min-delay-start	counter[0]$_DFF_P_	
critical_path	reg2reg_from	duty_cycle[1]$_DFFE_PP_	
final_timing	fin_setup_tns	0	ps
clock_network	cts_buffer_depth	2	
job	cap_violations	0	
clock_network	post_cts_buffers	0	
clock_network	cts_sinks	17	
logic_synthesis	syn-instance-count	98	
clock_network	htreeDepth	1	
floorplanning	die_w	93	um
final_timing	hold_viol	0	
logic_synthesis	synth_area	1018	sq um
final_timing	fmax	373.3	MHz
final_layout	n_fill_cell	560	
logic_synthesis	ys_seq_share	41.28	%
power	leakagePower	0.5184	nW
clock_network	cts_tree	built	
logic_synthesis	ys_cells	98	
final_layout	drive_gt1_share	7.477	%
global_route	grt_pass1_vias	672	
placement	port-buffer-count	3	
floorplanning	io_pins	4	
critical_path	start_kind	flip-flop	
clock_network	postCtsHoldBufs	0	
final_layout	mostFrequentLayoutCells	14 x ha_1, 9 x inv_1, 9 x dfxtp_1, 8 x xnor2_1, 8 x edfxtp_1	
global_route	grt_overflow	0	
critical_path	crit_type	reg -> out	
floorplanning	initCoreUtil	19.81	%
final_timing	maxSlewHeadroom	82.93	%
global_route	grt_pass1_wl	2.877	mm
final_timing	fin_skew	1.261	ps
detailed_routing	ant_nets	0	
critical_path	cp-end-kind	output port	
detailed_routing	drt-wirelength-per-cell	8.983	um
final_timing	rsz0062_at_grt	false	
placement	dpl.hpwl	1.259	mm
final_layout	final_common_cell	ha_1	
placement	place_congestion	0.8352	
final_timing	setup_viol	0	
global_route	antenna_found_initial	0	
floorplanning	core-area	5140	sq um
detailed_routing	diodes	0	
clock_network	clk_pin_slew	60	ps
critical_path	path_max_fanout	4	
detailed_routing	drtIter0Drc	43	
critical_path	cp.required	2240	ps
clock_network	cts_buffers	3	
detailed_routing	route.vias.total	678	
detailed_routing	viasPerCell	3.831	
critical_path	cp-startpoint	duty_cycle[5]$_DFFE_PP_	
final_timing	finalCriticalPeriod	2679	ps
power	peakVddDrop	0.2269	mV
logic_synthesis	top_area_cell	edfxtp_1	
clock_network	clk-insertion-delay-late	250	ps
final_timing	tightest_slew	253.6	ps
floorplanning	rows	26	
detailed_routing	drc	0	
clock_network	cts_root_buf	clkbuf_8	
detailed_routing	wirelength	1.590	mm
floorplanning	chipHeight	93	um
logic_synthesis	netlist-cell-type-count	29	
final_layout	area_delta_synth_final	17.44	%
final_layout	finalNonFillerCells	177	
final_timing	fin_crit_sh	95.68	%
detailed_routing	drt_first_pass_iters	4	
logic_synthesis	syn_avg_cell_area	10.39	sq um
job	warnings	25	
global_route	grt_util_all_layers	3.941	%
hold_path	min-delay-path-class	reg -> reg	
logic_synthesis	synth.area.top_cells	edfxtp_1 24%, dfxtp_1 18%, ha_1 17%, xnor2_1 6.9%, xor2_1 4.3%	
-- registers in the layout (all words and copies together), names as in the netlist --
name,cells
counter,8
duty_cycle,8
encoder_a_prev,1
-- area by class of cell --
cell class	instances	area, sq um	area share (%)
clock buffer	4	45.04	3.766
inverter	10	37.54	3.138
multi-input combinational	71	560.5	46.86
sequential	17	420.4	35.15
tap	70	87.58	7.322
timing repair buffer	5	45.04	3.766
-- critical path, cell delays in order (launching register included) --
cell and delay, ps:
edfxtp_1 450, inv_1 80, ha_1 230, a21o_1 160
a21o_1 160, a21oi_1 150, o31a_1 170, clkdlybuf4s50_1 460
-- routing by layer --
metal	global-route usage (%)	up-vias	part of all wire, %	wire (um)
met5	0	-	0	0
met4	0.6427	0	1.6	26
met3	1.373	2	4.7	74
met2	6.250	8	40	636
met1	5.173	293	54	852
li1	-	375	-	-
-- path summary, 6_finish.rpt --
check | endpoint | slack, ps | depth (start not counted)
setup / recovery | pwm_out | 120 | 7
hold / removal | counter[0]$_DFF_P_ | 410 | 1
hold reg to reg | counter[0]$_DFF_P_ | 410 | 1
setup reg to reg | duty_cycle[5]$_DFFE_PP_ | 280 | 8
-- Yosys cell counts --
| cell | count |
|---|---|
| o21ai_0 | 2 |
| nor3_1 | 1 |
| inv_2 | 1 |
| nand2_2 | 1 |
| inv_1 | 9 |
| dfxtp_1 | 9 |
| and3_1 | 1 |
| nand2_1 | 5 |
| nand4_1 | 2 |
| ha_1 | 14 |
| a21o_1 | 4 |
| a21oi_1 | 7 |
| o21bai_1 | 1 |
| xnor2_1 | 8 |
| fa_1 | 1 |
| a211o_1 | 1 |
| xor2_1 | 5 |
| nor2_1 | 4 |
| nand2b_1 | 1 |
| nand3_1 | 3 |
| nor2b_1 | 1 |
| nor4_1 | 2 |
| o211ai_1 | 1 |
| a211oi_1 | 2 |
| edfxtp_1 | 8 |
| or4_4 | 1 |
| nor3b_1 | 1 |
| o22ai_1 | 1 |
| o31a_1 | 1 |
-- through the flow --
step | utilization [%] | instance area, sq um | total power [mW] | setup slack [ps] | hold WS [ps]
floorplan | - | 1018 | 0.3628 | 499.1 | 378.3
global placement | 22.40 | 1151 | 0.3838 | 216.0 | 399.1
detailed placement | 22.40 | 1151 | 0.3838 | 195.9 | 399.6
CTS | 23.27 | 1196 | 0.5634 | 90.71 | 414.3
global route | 23.27 | 1196 | 0.5921 | 11.98 | 428.7
finish | 23.27 | 1196 | 0.5570 | 121.0 | 412.1
-- where the power goes --
group	internal (mW)	switching, mW
combinational	0.0451	0.0470
sequential	0.277	0.00936
clock	0.101	0.0781
total	0.423	0.134
-- logic make-up after synthesis --
group,share of synthesized area [%]
AOI/OAI and AO/OA,12.65
xor gates and xnor gates,11.18
adders and majority gates,19.16
buffers and inverters,3.685
DFF,41.28
and+or+nand+nor,12.04
Power figures rest on the tool's default switching activity, not on a simulated workload.
